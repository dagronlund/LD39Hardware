File: ./constraint.sdc
current_design cpu_branch

set clk_period 3.2
set clk_io_pct 0.2

create_clock -name clk0 -period $clk_period

set non_clock_inputs [all_inputs -no_clocks]
set_input_delay [expr $clk_period * $clk_io_pct] -clock clk0 $non_clock_inputs
set_output_delay [expr $clk_period * $clk_io_pct] -clock clk0 [all_outputs]
File: ./config.mk
export PLATFORM = sky130hd
export DESIGN_NAME = cpu_branch
export DESIGN_NICKNAME = cpu_branch
export VERILOG_FILES = /design/flow/design.v
export SDC_FILE = /design/flow/constraint.sdc
export NUM_CORES = 4
export LEC_CHECK = 1
export CORE_AREA = 10 10 70 70
export DIE_AREA = 0 0 80 80
File: ./run.sh
#!/bin/bash
# OpenROAD 26Q1-2900-gdf79404cd8, Yosys 0.63+post, stock flow scripts
make -C /OpenROAD-flow-scripts/flow DESIGN_CONFIG=/design/flow/config.mk WORK_HOME=/design/flow/orfs finish
File: ./design.v
`timescale 1ns/1ps
interface memory_bus();
	logic [15:0] address;
	logic [15:0] data_in;
	logic [15:0] data_out;
	logic write_enable;
	logic enable;
	logic data_ready;
	modport master(
		output address, data_in, write_enable, enable,
		input data_out, data_ready
	);
	modport slave(
		input address, data_in, write_enable, enable,
		output data_out, data_ready
	);
	modport tb(
		input address, data_in, write_enable, enable, data_out, data_ready
	);
endinterface
`timescale 1ns/1ps
module cpu_branch (
	input logic clock, reset,
	input logic [15:0] status_in,
	input logic [3:0] condition,
	output logic branch
);
	logic carry_borrow_in, zero_in, sign_in, overflow_in, bit_in;
	assign {bit_in, overflow_in, sign_in, zero_in, carry_borrow_in} = status_in[4:0];
	localparam logic [3:0] UNCONDITIONAL = 4'h0,
		EQUAL = 4'h1,
		NOT_EQUAL = 4'h2,
		BELOW = 4'h3,
		NOT_BELOW = 4'h4,
		NOT_ABOVE = 4'h5,
		ABOVE = 4'h6,
		LESS = 4'h7,
		LESS_EQUAL = 4'h8,
		GREATER = 4'h9,
		GREATER_EQUAL = 4'hA,
		BIT = 4'hB,
		NOT_BIT = 4'hC;
	always_comb begin
		case (condition)
		UNCONDITIONAL: begin
			branch = 1;
		end
		EQUAL: begin
			branch = zero_in;
		end
		NOT_EQUAL: begin
			branch = !zero_in;
		end
		BELOW: begin
			branch = carry_borrow_in;
		end
		NOT_BELOW: begin
			branch = !carry_borrow_in;
		end
		NOT_ABOVE: begin
			branch = carry_borrow_in || zero_in;
		end
		ABOVE: begin
			branch = (!carry_borrow_in) || (!zero_in);
		end
		LESS: begin
			branch = (sign_in != overflow_in);
		end
		LESS_EQUAL: begin
			branch = zero_in || (sign_in != overflow_in);
		end
		GREATER: begin
			branch = (!zero_in) && (sign_in == overflow_in);
		end
		GREATER_EQUAL: begin
			branch = (sign_in == overflow_in);
		end
		BIT: begin
			branch = bit_in;
		end
		NOT_BIT: begin
			branch = !bit_in;
		end
		default: begin
			branch = 0;
		end
		endcase
	end
endmodule
==> results.py <==
# Physical implementation metrics
metrics = {
    "synth": {
        "ys_top_logic_family": "AND-OR/OR-AND gates",
        "aoi_share_pct": 35.25,
        "synthTopCellsByArea": "nand4b_1, mux2_4, buf_6, inv_1, a21oi_1",
        "simple_gate_share_pct": 34.43,
        "largest_area_cell": "nand4b_1",
        "synth_warnings": 1,
        "xor_share_pct": 5.738,
        "syn_area_per_cell_um2": 6.938,
        "yosysChipArea_um2": 152.6,
        "synth_top_area_share_pct": 17.21,
        "synth_area_um2": 152.6,
        "synth_cell_types": 16,
        "syn-instance-count": 22,
        "common_cells": "inv_1, nand4b_1, a21oi_1, nand2_1",
        "ys_sh_adder_pct": 0,
        "synth.area.mux_share_pct": 9.836,
        "ys_seq_share_pct": 0,
        "yosysCellCount": 22,
    },
    "final_timing": {
        "period_used_pct": 91.60,
        "setup_viol": 0,
        "relSlewSlack_pct": 80.75,
        "slew_viol_final": 0,
        "timing_hold_violations_final": 0,
        "max_freq_mhz": 341.1,
        "rsz0062_at_grt": "no",
        "min_period_ns": 2.931,
        "worstMarginPinSlew_ns": 0.2850,
        "tns_ns": 0,
    },
    "placement": {
        "dp_hpwl_um": 470,
        "io_buffers": 10,
        "gp_congestion": 0.7902,
    },
    "cells_and_area": {
        "area_delta_synth_final_pct": 95.90,
        "seq_cell_count": 0,
        "clock_buffers": 0,
        "nFillCells": 405,
        "drive_gt1_share_pct": 3.226,
        "postLayoutCoreUtil_pct": 8.755,
        "seq_area_um2": 0,
        "combGateArea_um2": 130.1,
    },
    "critical_path": {
        "required_ns": 2.56,
        "crit_family": "buffers and inverters",
        "critPathArrivalTime_ns": 2.29,
        "critPathMaxFanout": 4,
        "slowest_stage": "clkdlybuf4s50_1",
        "critPathKind": "in2out",
        "cpPeakStageDelay_ns": 0.57,
        "crit_buf_inv": 2,
        "critical_path.most_common_cell": "clkdlybuf4s50_1",
        "critPathCaptureType": "output pin",
        "crit_chain": "clkdlybuf4s50_1, mux2_4, o21ai_1, a21oi_1, nand4_1, clkdlybuf4s50_1",
        "cp-start-kind": "input port",
    },
    "min_path": {
        "hp-start": "condition[2]",
        "hp-class": "in2out",
        "holdPathStages": 4,
        "min_to": "branch",
    },
    "global_routing": {
        "grt_max_degree": 10,
        "grt.total_usage_pct": 1.801,
        "overflow": 0,
        "grt_pass1_vias": 198,
        "grt_pass1_wl_um": 972,
        "antenna_found_initial": 0,
    },
    "run": {
        "max_cap_violations": 0,
        "warnings": 45,
    },
    "die": {
        "die.size.y_um": 80,
        "num_io_pins": 23,
        "core_um2": 3416,
        "die_x_um": 80,
        "row_count": 21,
        "fp-utilization_pct": 4.469,
        "die_area_um2": 6400,
    },
    "clock_network": {
        "hold_buffers": 0,
        "cts-resized-gates": 0,
        "post_cts_buffers": 0,
    },
    "pwr": {
        "cellPowerDensity_nw_per_um2": 108.1,
        "irDropWorstVdd_mv": 0.01382,
        "p_leak_nw": 0.09105,
    },
    "detailed_routing": {
        "routedWlPerCell_um": 7.532,
        "drt_iter0_drc": 10,
        "firstDrtPassIters": 2,
        "wirelength_um": 580,
        "drcViolationCount": 0,
        "routed_via_density": 2.701,
        "antenna_cells": 0,
        "final_antenna_net_count": 0,
        "vias": 208,
    },
    "outcome": {
        "status": "complete, no violations",
    },
}
-- per-stage QoR --
stage	worst slack [ns]	power, W	area (um2)	hold slack (ns)	cells
floorplan	1.324	0.00001301	152.6	1.373	22
global placement	0.2866	0.00003102	299.0	2.386	77
detailed placement	0.2790	0.00003197	299.0	2.401	77
CTS	0.2708	0.00003223	299.0	2.410	77
global route	0.1873	0.00003561	299.0	2.481	77
finish	0.2687	0.00003234	299.0	2.412	77
-- layout by cell type, fill, tap and decap left out --
master	Yosys	final
nor2_1	1	1
o211ai_1	1	1
nand4_1	1	1
inv_1	3	3
o21ai_0	1	1
xor2_1	1	1
nand4b_1	3	3
o2111ai_1	1	1
o41ai_1	1	1
nand2_1	2	2
mux2_4	1	1
nor4b_1	1	1
a21oi_1	2	2
clkdlybuf4s50_1	0	10
o311ai_1	1	1
o21ai_1	1	1
-- cells by family after synthesis --
| family | count (synthesis) |
|---|---|
| AND/OR/NAND/NOR | 8 |
| buffers and inverters | 4 |
| XOR/XNOR | 1 |
| AND-OR/OR-AND | 8 |
| multiplexers | 1 |
-- per-layer routing --
layer / vias up / part of all wire, % / track usage (%)
li1: 107 / - / -
met1: 93 / 51 / 2.703
met2: 8 / 30 / 2.006
met3: 0 / 18 / 1.364
met4: 0 / 0 / 0
met5: - / 0 / 0
-- power breakdown --
part           switching, W  internal (W)
sequential                0             0
combinational     0.0000130     0.0000193
clock                     0             0
-- area by class of cell --
| type | count | area share (%) |
|---|---|---|
| repair buffers | 10 | 33.47 |
| inverters | 3 | 3.766 |
| multi-input cells | 18 | 43.51 |
| well taps | 46 | 19.25 |
-- worst max-delay path by stage --
stage           startpoint      to  slack (ns)  cells past startpoint
CTS           status_in[1]  branch        0.27                      6
global route  status_in[1]  branch        0.19                      6
finish        status_in[1]  branch        0.27                      6
Power and IR drop assume default switching activity.
