===== design/flow/design.v =====
`timescale 1ns/1ps
interface memory_bus();
	logic [15:0] address;
	logic [15:0] data_in;
	logic [15:0] data_out;
	logic write_enable;
	logic enable;
	logic data_ready;
	modport master(
		output address, data_in, write_enable, enable,
		input data_out, data_ready
	);
	modport slave(
		input address, data_in, write_enable, enable,
		output data_out, data_ready
	);
	modport tb(
		input address, data_in, write_enable, enable, data_out, data_ready
	);
endinterface
`timescale 1ns/1ps
module cpu_alu (
	input logic clock, reset,
	input logic [3:0] operation,
	input logic [15:0] operand, operator,
	input logic [15:0] status_in,
	output logic [15:0] result,
	output logic [15:0] status_out
);
	localparam integer MSB = 15;
	localparam logic [3:0] ADD = 4'h0,
		ADDC = 4'h1,
		SUB = 4'h2,
		SUBB = 4'h3,
		AND = 4'h4,
		OR = 4'h5,
		XOR = 4'h6,
		NOT = 4'h7,
		BIT = 4'h8,
		CMP = 4'h9,
		TST = 4'hA;
	logic carry_borrow_in, zero_in, sign_in, overflow_in, bit_in;
	assign {bit_in, overflow_in, sign_in, zero_in, carry_borrow_in} = status_in[4:0];
	logic carry_borrow_out, zero_out, sign_out, overflow_out, bit_out;
	logic [15:0] result_temp;
	always_comb begin
		{bit_out, overflow_out, sign_out, zero_out, carry_borrow_out} = 5'b0;
		result_temp = 16'b0;
		case (operation)
		ADD: begin
			{carry_borrow_out, result} = operand + operator;
			zero_out = (result == 16'b0);
			sign_out = result[MSB];
			overflow_out = (operand[MSB] == operator[MSB]) && (operand[MSB] != result[MSB]);
		end
		ADDC: begin
			{carry_borrow_out, result} = operand + operator + carry_borrow_in;
			zero_out = (result == 16'b0);
			sign_out = result[MSB];
			overflow_out = (operand[MSB] == operator[MSB]) && (operand[MSB] != result[MSB]);
		end
		SUB: begin
			{carry_borrow_out, result} = operand - operator;
			zero_out = (result == 16'b0);
			sign_out = result[MSB];
			overflow_out = (operand[MSB] == operator[MSB]) && (operand[MSB] != result[MSB]);
		end
		SUBB: begin
			{carry_borrow_out, result} = operand - operator - carry_borrow_in;
			zero_out = (result == 16'b0);
			sign_out = result[MSB];
			overflow_out = (operand[MSB] == operator[MSB]) && (operand[MSB] != result[MSB]);
		end
		AND: begin
			result = operand & operator;
			zero_out = (result == 16'b0);
		end
		OR: begin
			result = operand | operator;
			zero_out = (result == 16'b0);
		end
		XOR: begin
			result = operand ^ operator;
			zero_out = (result == 16'b0);
		end
		NOT: begin
			result = ~operand;
			zero_out = (result == 16'b0);
		end
		BIT: begin
			result = operand;
			bit_out = operand[operator[3:0]];
		end
		CMP: begin
			result = operand;
			{carry_borrow_out, result_temp} = operand - operator;
			zero_out = (result_temp == 16'b0);
			sign_out = result_temp[MSB];
			overflow_out = (operand[MSB] == operator[MSB]) && (operand[MSB] != result_temp[MSB]);
		end
		TST: begin
			result = operand;
			result_temp = operand & operator;
			zero_out = (result_temp == 16'b0);
		end
		default: begin
			result = operand;
		end
		endcase
		status_out = {11'b0, bit_out, overflow_out, sign_out, zero_out, carry_borrow_out};
	end
endmodule

===== design/flow/run.sh =====
#!/bin/bash
# OpenROAD 26Q1-2900-gdf79404cd8, Yosys 0.63+post, stock flow scripts
make -C /OpenROAD-flow-scripts/flow DESIGN_CONFIG=/design/flow/config.mk WORK_HOME=/design/flow/orfs finish

===== design/flow/config.mk =====
export PLATFORM = sky130hd
export DESIGN_NAME = cpu_alu
export DESIGN_NICKNAME = cpu_alu
export VERILOG_FILES = /design/flow/design.v
export SDC_FILE = /design/flow/constraint.sdc
export NUM_CORES = 4
export LEC_CHECK = 1
export CORE_UTILIZATION = 30

===== design/flow/constraint.sdc =====
current_design cpu_alu

set clk_period 9.5
set clk_io_pct 0.2

create_clock -name clk0 -period $clk_period

set non_clock_inputs [all_inputs -no_clocks]
set_input_delay [expr $clk_period * $clk_io_pct] -clock clk0 $non_clock_inputs
set_output_delay [expr $clk_period * $clk_io_pct] -clock clk0 [all_outputs]

==> results.txt <==
The layout was made with Yosys and OpenROAD.

The run finished with clean final reports. The share of total power in sequential cells is 0%. The DRC violation count after routing is 0. The global-route wire length before repair is approximately 28000 um. The post-cts hold buffer count is 0. The report lists the number of standard-cell rows as 45. The register area share after synthesis is 0%.

The all-layer global routing usage is 22.6%. The slew check shows that the tightest pin keeps a relative margin of 31.9%. The signal arrival time at the worst endpoint is about 7.0 ns.

The final non-filler cell area is 5400 um2. The warning tally printed by Yosys for this design is 1. The most numerous cell type found on the critical path is clkdlybuf4s50_1. The number of stages on the worst setup path is 14. The design draws 0.373 mW.

The area of the synthesized netlist per yosys stat is 4730 um2. The mean routed wirelength per cell is 19.6 um. Per STA, the worst path is made up of clkdlybuf4s50_1 -> inv_1 -> ha_1 -> nor2_1 -> nand3_1 -> a21boi_0 -> o2111ai_1 -> nor4b_1 -> and3b_2 -> a21oi_1 -> a311o_1 -> a32o_1 -> mux2_4 -> clkdlybuf4s50_1. The via count is 5474.

Entering global routing, the biggest net connects 52 pins. The via count of the first global-routing pass is 5033. The number of cells reported by Yosys stat comes to around 700. The type of the most critical hold path is primary input to output port. Looking at the post-CTS report, the setup buffer insertion count equals 0. Leaving out buffers and inverters, the combinational logic in the layout accounts for 4280 um2. The total of cells resized after clock tree synthesis is 0.

The power spent charging and discharging nets is 0.226 mW. The slowest cell on the critical path is nor4b_1. The count of mapped cells out of synthesis is between 600 and 700. The required arrival time at the worst endpoint is roughly 7.6 ns. The max-capacitance violation count is 0. The repair_antennas step left the layout with diodes totalling 0. The count of final max-slew check failures is 0. For this design the ratio of total power to cell area is 69.1 nW/um2.

The area occupied by registers is 0 um2. The number of buffer and inverter stages on the critical path is 3. The area enclosed by the die boundary is 16300 um2.

The most critical hold endpoint after final layout shows a slack of 4.88 ns. The initial core utilization is 30.9%. The timing report gives the biggest stage delay along the critical path as 0.83 ns. The family with the most delay on the worst path is simple AND/OR/NAND/NOR gates. The area growth from synthesis to layout is 14.2%. The first routing iteration left about 640 violations.

Looking at the VDD voltage map, the peak drop is around 18 uV. The tool warning count for the run is 82. The sequential cell count is 0. According to the report, the first pass of detailed routing completed in 5 iterations.

The detail-routed via count per cell is 5.90. The post-route utilization of the core is recorded as a little over a third. The sum of negative setup slack is 0 ns. Derived from the worst setup path, the maximum achievable clock frequency is 112 MHz. The sort of element at the start of the critical path is a primary input. The core area is 15300 um2.

Of the total power, the share spent switching nets is 60.7%. The number of clock buffers in the layout is 0. The initial antenna violation count is 0.

The total wirelength of the detailed-routed design is between 15000 and 20000 um. Setup repair after global routing left no endpoint under its margin. The report gives the cell count of the worst hold path as 4.

As logged by OpenROAD, the buffers inserted on ports number 58. Combinational logic is responsible for 100.0% of the overall power. According to the dpl log, the detail-placed design has an HPWL of 14400 um.

The critical path capture point type is an output port. In this run, distinct cell masters in the synthesized netlist total 81. The post-placement cell area is between 5000 and 6000 um2. The library cells used most frequently in the layout, excluding fill and tap cells, are nand2_1, clkdlybuf4s50_1, ha_1.

The post-synthesis cell area is 4730 um2. The filler cell count is approximately 1700. The worst setup path is of the primary input to output port kind. The fraction of the cycle the final worst path needs is between 90% and 100%.

The die extent in y is 128 um. The flow reports that the clock network draws 0% of the design power. The total of endpoints with negative setup slack in the final report is 0. The die outline width is approximately 130 um. The total count of hold-check failures in the final report is 0.

For this design the top-level I/O count stands at roughly 86. The detail route stage leaves a number of antenna-violating nets equal to 0. The congestion estimate from routability-driven global placement came to 0.965. Per the post-synthesis stats, the area per cell is approximately 6.8 um2. The critical-path maximum fanout is 10. The internal portion of the total power is 0.147 mW. The proportion of layout cells with a drive suffix above 1 is approximately 6%. Looking at the max-slew report, the worst-margin pin has a slew of 1.01 ns. The minimum clock period is 8.93 ns.

The final global-route overflow total is 0. Per the OpenROAD power report, leakage power amounts to 2.07 nW.
[routing by layer]
metal / track usage, % / part of all wire, %
met1: 32.4 / 44
met5: 0 / 0
met3: 4.44 / 9.7
met2: 34.6 / 43
met4: 6.37 / 3.0
[worst paths after layout]
check | from | to | slack, ns
max | operand[3] | status_out[3] | 0.57
min | operand[4] | result[4] | 4.88
[synthesized netlist by cell type (4+ instances only)]
library cell	n	area, um2
o21bai_1	4	30.0
nor2_1	48	180
nor4_1	13	81.3
nor3b_1	5	37.5
or4_1	14	105
nand2_1	57	214
mux2i_1	5	50.1
or3_1	7	43.8
a21oi_1	50	250
a211oi_1	7	52.6
nand4_1	18	113
clkbuf_1	29	109
inv_1	50	188
o21ai_0	42	210
buf_4	17	128
a32oi_1	5	43.8
a221oi_1	16	140
nor3_1	20	100
xnor2_1	30	263
o31ai_1	7	52.6
ha_1	53	663
nor2b_1	9	56.3
a31oi_1	5	31.3
o211ai_1	11	82.6
a2111oi_0	6	52.6
nand2b_1	11	68.8
mux4_2	9	203
nand3_1	23	115
buf_1	5	18.8
and2_1	4	25.0
xor2_1	17	149
a21o_1	9	67.6
and3_1	8	50.1
buf_2	8	40.0
[cell families (layout without fill, tap and decap cells)]
group / count (synthesis) / in the layout / synth area share [%]
AND-OR/OR-AND: 205 / 205 / 29.9
buffers and inverters: 111 / 121 / 10.4
AND/OR/NAND/NOR: 262 / 262 / 30.1
XOR/XNOR: 47 / 47 / 8.70
adder cells (fa/ha/maj): 55 / 55 / 14.9
other: 1 / 11 / 0.0793
multiplexers: 16 / 16 / 5.98
[power groups by stage]
stage	Combinational (mW)	Clock, mW	Sequential (mW)
after CTS	0.364	0	0
after global routing	0.404	0	0
final	0.373	0	0
[cell type report]
type / instances / share of cell area [%]
Inverter: 52 / 3.62
Multi-Input combinational cell: 596 / 79.3
Tap cell: 211 / 4.89
Timing Repair Buffer: 69 / 12.2
[metrics by stage]
step | instances | setup WS (ns)
finish | 928 | 0.573
global route | 928 | 0.411
CTS | 928 | 0.677
detailed placement | 928 | 0.684
global placement | 928 | 0.705
floorplan | 707 | 2.40
Power and IR drop assume default switching activity.
